==> flow/config.mk <==
export PLATFORM = sky130hd
export DESIGN_NAME = mul64_sv
export DESIGN_NICKNAME = mul64_sv
export VERILOG_FILES = /design/flow/design.v
export SDC_FILE = /design/flow/constraint.sdc
export NUM_CORES = 4
export LEC_CHECK = 1
export CORE_UTILIZATION = 50
export SYNTH_HDL_FRONTEND = slang
==> flow/constraint.sdc <==
current_design mul64_sv

set clk_period 37.2
set clk_io_pct 0.2

create_clock -name clk0 -period $clk_period

set non_clock_inputs [all_inputs -no_clocks]
set_input_delay [expr $clk_period * $clk_io_pct] -clock clk0 $non_clock_inputs
set_output_delay [expr $clk_period * $clk_io_pct] -clock clk0 [all_outputs]
==> flow/design.v <==
module mul64_sv(
	input logic [31:0] x, 
	input logic [31:0] y, 
	output logic [64:0] z 
	);
logic [63:0] h_32[31:0]; 
logic [63:0] h_16[15:0]; 
logic [63:0] h_8[7:0]; 
logic [63:0] h_4[3:0]; 
logic [63:0] h_2[1:0]; 
logic [31:0] temp[31:0];
genvar i, j;
generate
	for (i = 0; i < 32; i++) begin : scan_X
		for (j = 0; j < 32; j++) begin : scan_Y
			assign temp[i][j] = x[i] & y[j]; 
		end
	end
endgenerate
assign h_32[0][63:0] = {32'b0, temp[0][31:0]};
assign h_32[1][63:0] = {31'b0, temp[1][31:0],1'b0}; 
assign h_32[2][63:0] = {30'b0, temp[2][31:0],2'b0}; 
assign h_32[3][63:0] = {29'b0, temp[3][31:0],3'b0};
assign h_32[4][63:0] = {28'b0, temp[4] [31:0],4'b0}; 
assign h_32[5][63:0] = {27'b0, temp[5] [31:0],5'b0}; 
assign h_32[6][63:0] = {26'b0, temp[6][31:0],6'b0};
assign h_32[7][63:0] = {25'b0, temp[7] [31:0],7'b0};
assign h_32[8][63:0] = {24'b0, temp[8][31:0],8'b0}; 
assign h_32[9][63:0] = {23'b0, temp[9][31:0],9'b0};
assign h_32[10][63:0] = {22'b0, temp[10][31:0],10'b0}; 
assign h_32[11][63:0] = {21'b0, temp[11][31:0],11'b0}; 
assign h_32[12][63:0] = {20'b0, temp[12][31:0],12'b0}; 
assign h_32[13][63:0] = {19'b0, temp[13] [31:0],13'b0}; 
assign h_32[14][63:0] = {18'b0, temp[14][31:0],14'b0};
assign h_32[15][63:0] = {17'b0, temp[15][31:0],15'b0};
assign h_32[16][63:0] = {16'b0, temp[16][31:0],16'b0}; 
assign h_32[17][63:0] = {15'b0, temp[17][31:0],17'b0}; 
assign h_32[18][63:0] = {14'b0, temp[18] [31:0],18'b0};
assign h_32[19][63:0] = {13'b0, temp[19] [31:0],19'b0};
assign h_32[20][63:0] = {12'b0, temp[20] [31:0],20'b00};
assign h_32[21][63:0] = {11'b0, temp[21] [31:0],21'b00};
assign h_32[22][63:0] = {10'b0, temp[22][31:0],22'b00};
assign h_32[23][63:0] = {9'b0, temp[23][31:0],23'b00}; 
assign h_32[24][63:0] = {8'b0, temp[24] [31:0],24'b00}; 
assign h_32[25][63:0] = {7'b0, temp[25][31:0],25'b00};  
assign h_32[26][63:0] = {6'b0, temp[26][31:0],26'b00}; 
assign h_32[27][63:0] = {5'b0, temp[27][31:0],27'b00}; 
assign h_32[28][63:0] = {4'b0, temp[28] [31:0],28'b00}; 
assign h_32[29][63:0] = {3'b0, temp[29] [31:0],29'b00};
assign h_32[30][63:0] = {2'b0, temp[30] [31:0],30'b00}; 
assign h_32[31][63:0] = {1'b0, temp[31] [31:0],31'b00};
 add64 t2_0(.a(h_32[0]),.b(h_32[1]),.cin(0),.sum(h_16[0]));
 add64 t2_1(.a(h_32[2]),.b(h_32[3]),.cin(0),.sum(h_16[1]));
 add64 t2_2(.a(h_32[4]),.b(h_32[5]),.cin(0),.sum(h_16[2]));
 add64 t2_3(.a(h_32[6]),.b(h_32[7]),.cin(0),.sum(h_16[3]));
 add64 t2_4(.a(h_32[8]),.b(h_32[9]), .cin(0),.sum(h_16[4]));
 add64 t2_5(.a(h_32[10]),.b(h_32[11]),.cin(0),.sum(h_16[5]));
 add64 t2_6(.a(h_32[12]),.b(h_32[13]),.cin(0),.sum(h_16[6]));
 add64 t2_7(.a(h_32[14]),.b(h_32[15]),.cin(0),.sum(h_16[7])); 
 add64 t2_8(.a(h_32[16]),.b(h_32[17]),.cin(0),.sum(h_16[8])); 
 add64 t2_9(.a(h_32[18]),.b(h_32[19]),.cin (0),.sum(h_16[9]));
 add64 t2_10(.a(h_32[20]),.b(h_32[21]),.cin(0),.sum(h_16[10])); 
 add64 t2_11(.a(h_32[22]),.b(h_32[23]),.cin(0),.sum(h_16 [11]));
 add64 t2_12(.a(h_32[24]),.b(h_32[25]),.cin(0),.sum(h_16 [12])); 
 add64 t2_13(.a(h_32[26]),.b(h_32[27]),.cin(0),.sum(h_16[13]));
 add64 t2_14(.a(h_32[28]),.b(h_32[29]),.cin(0),.sum(h_16 [14]));
 add64 t2_15(.a(h_32[30]),.b(h_32[31]),.cin(0),.sum(h_16[15]));
 add64 t4_0(.a(h_16[0]),.b(h_16[1]),.cin(0),.sum (h_8[0]));
 add64 t4_1(.a(h_16[2]),.b(h_16[3]),.cin(0),.sum (h_8[1])); 
 add64 t4_2(.a(h_16[4]), .b(h_16[5]),.cin (0),.sum (h_8[2]));
 add64 t4_3(.a(h_16[6]),.b(h_16[7]), .cin (0),.sum (h_8[3]));
 add64 t4_4(.a(h_16[8]),.b (h_16[9]), .cin (0),.sum (h_8[4])); 
 add64 t4_5(.a(h_16 [10]),.b(h_16[11]),.cin (0),.sum (h_8[5]));
 add64 t4_6(.a(h_16 [12]), .b (h_16[12]), .cin (0),.sum (h_8[6]));
 add64 t4_7(.a(h_16[14]), .b(h_16[15]), .cin(0),.sum (h_8[7]));
	add64 t8_0(.a(h_8[0]),.b(h_8[1]),.cin (0),.sum (h_4 [0]));
	add64 t8_1(.a(h_8[2]),.b(h_8[3]),.cin (0),.sum (h_4[1]));
	add64 t8_2(.a(h_8[4]),.b(h_8[5]), .cin (0),.sum (h_4[2]));
	add64 t8_3(.a(h_8[6]),.b(h_8[7]),.cin (0),.sum (h_4[3]));
	add64 t16_1(.a(h_4[0]),.b(h_4[1]),.cin (0),.sum(h_2[0]));
	add64 t16_2(.a(h_4[2]),.b(h_4[3]),.cin (0),.sum(h_2[1]));
	add64_c t32(.a(h_2[0]), .b(h_2[1]), .cin(0), .sum_c(z));
endmodule
module add1(
    input logic a, b, cin,
    output logic carry, sum
);
    assign sum = (a ^ b) ^ cin;
    assign carry = (a & b) | ((a ^ b) & cin); 
endmodule
module add64_c(
    input logic [63:0] a,
    input logic [63:0] b,
    output logic [64:0] sum_c,
    input logic cin
);
logic [63:0] carry;
logic [63:0] sum;
logic carry_out;
add1 ad0 (.a(a[0]), .b(b[0]), .cin(cin), .sum(sum[0]), .carry(carry[0]));
genvar i;
generate
    for (i = 1; i < 64; i = i + 1) begin : make_adder_64
        add1 ad (.a(a[i]), .b(b[i]), .cin(carry[i-1]), .sum(sum[i]), .carry(carry[i])); 
    end
endgenerate
assign carry_out = carry[63];
assign sum_c = {carry_out, sum};
endmodule
module add64(
    input logic [63:0] a,
    input logic [63:0] b,
    output logic [63:0] sum,
    input logic cin
);
logic [63:0] carry;
logic carry_out;
logic [64:0] sum_c;
add1 ad0 (.a(a[0]), .b(b[0]), .cin(cin), .sum(sum[0]), .carry(carry[0]));
genvar i;
generate
    for (i = 1; i < 64; i = i + 1) begin : make_add64
        add1 ad (.a(a[i]), .b(b[i]), .cin(carry[i-1]), .sum(sum[i]), .carry(carry[i]));
    end
endgenerate
assign carry_out = carry[63];
assign sum_c = {carry_out, sum};
endmodule
==> flow/run.sh <==
#!/bin/bash
# OpenROAD 26Q1-2900-gdf79404cd8, Yosys 0.63+post, stock flow scripts
make -C /OpenROAD-flow-scripts/flow DESIGN_CONFIG=/design/flow/config.mk WORK_HOME=/design/flow/orfs finish
==> impl_metrics.json <==
{
  "run_status": "finished, violations left",
  "violations": "setup timing",
  "gpl.final_weighted_congestion": 0.872,
  "count_of_buffers_added_by_post_cts_timing_repair_for_setup": 0,
  "synth.area.mux_share_pct": 0,
  "critical_path.slowest_cell": "fa_2",
  "nFlopsAndLatches": 0,
  "ioPinCount": 129,
  "max_freq_ghz": 0.0267,
  "arrival_ns": 30.05,
  "layout.cells.most_common_list": "nand2_1, fa_1, inv_1, fa_2, clkdlybuf4s50_1",
  "ys_chip_area_sq_mm": 0.0254,
  "cp_data_required_time_ns": 29.76,
  "port_buffers": 127,
  "avgViaCountPerCell": 5.19,
  "lay_top_count": "nand2_1",
  "row_count": 82,
  "drtPass1Iterations": 4,
  "maxCapViolations": 0,
  "drc": 0,
  "fin_crit_sh_pct": 101,
  "aoi_share_pct": 0,
  "critPathMaxStageDelay_ns": 0.63,
  "die_width_um": 227,
  "area.sequential_sq_um": 0,
  "critical-path-top-cell-by-count": "fa_2",
  "dpl.cell_count": 3043,
  "layout-area-overhead-vs-synth_pct": 7.20,
  "min_period_ns": 37.49,
  "tool_warnings": 56,
  "grt-ovfl-total": 0,
  "postLayoutCoreUtil_pct": 54.3,
  "starting_utilization_of_the_core_area_pct": 50.7,
  "synth.avg_cell_area_sq_um": 10.5,
  "placement.cell_area_sq_mm": 0.0269,
  "grt_pass1_vias": 17600,
  "fa_ha_area_share_pct": 76.0,
  "ys_seq_share_pct": 0,
  "detail_route.antenna_diodes": 0,
  "post_synth_xor_area_fraction_pct": 0.0888,
  "final.setup.worst_slack_ns": -0.289,
  "pre_cts_ws_ns": -1.71,
  "final_cells": 3043,
  "unrepaired_setup_endpoints_after_global_routing": "true",
  "globalRouteTotalUtil_pct": 24.7,
  "num-clock-buffers": 0,
  "report.final.hold_viol_count": 0,
  "final_layout_size_suffix_gt1_share_pct": 11.3,
  "synth_simple_gate_area_share_pct": 15.1,
  "slew_of_the_pin_with_the_lowest_slew_margin_ns": 0.621,
  "ys_top_logic_family": "adder cells",
  "grt_start_max_net_pins": 33,
  "chipArea_sq_mm": 0.0516,
  "final_cell_area_sq_mm": 0.0272,
  "cp-startpoint": "x[0]",
  "criticalPathCategory": "in2out",
  "yosysCellCount": 2415,
  "core_area_sq_mm": 0.0501,
  "report.final.slew_viol_count": 0,
  "detail_routed_net_length_per_standard_cell_um": 17.4,
  "critical_path.startpoint_type": "primary input",
  "synthesis.instances": 2415,
  "grt_first_pass_wirelength_um": 89400,
  "worst_hold_path_type": "in2out",
  "detailroute.via_count": 15800,
  "peak_fanout_along_the_critical_path": 3,
  "detailed_place_hpwl_um": 44700,
  "first_iter_violations": 324,
  "initial_antenna_violation_count": 0,
  "timing.critical_path.to_type": "output port",
  "number_of_setup_violations_in_the_final_report": 1,
  "total_detailed_routing_wirelength_um": 52800,
  "post_synth_instance_area_sq_mm": 0.0254,
  "synthesis.yosys.warnings": 0,
  "slew_headroom_pct": 58.5,
  "synth_cell_type_count": 10,
  "timing.critical_path.to": "z[63]",
  "antenna_left": 0,
  "die_h_um": 227
}
-- per-stage QoR --
step / hold slack, ns / TNS (ns)
floorplan: 15.17 / 0
global placement: 16.04 / -10.23
detailed placement: 16.05 / -10.61
CTS: 15.64 / -0.402
global route: 15.67 / -2.23
finish: 15.65 / -0.289
-- critical path, delay by kind of cell --
kind,cells,cell delay (ns)
fa+ha+maj,67,21.41
buf+inv,10,1.06
simple gates,1,0.15
-- metal layers --
metal | part of all wire (%) | GRT usage (%) | vias up
li1 | - | - | 6782
met1 | 38 | 37.2 | 8488
met2 | 49 | 37.0 | 483
met3 | 11 | 11.8 | 41
met4 | 1.8 | 3.14 | 0
met5 | 0 | 0 | -
-- how the worst min path moves through the flow --
| stage | start | to | slack [ns] | cells after the start |
|---|---|---|---|---|
| after global routing | x[1] | z[1] | 15.67 | 4 |
| final | x[1] | z[1] | 15.65 | 4 |
| after CTS | x[1] | z[1] | 15.64 | 4 |
-- cell usage after synthesis --
| cell | number | share of area (%) |
|---|---|---|
| buf_4 | 84 | 2.5 |
| ha_1 | 97 | 4.8 |
| fa_1 | 903 | 71 |
| buf_2 | 162 | 3.2 |
| and2_1 | 89 | 2.2 |
| nand2_1 | 871 | 13 |
| xnor3_1 | 1 | 0.089 |
| clkbuf_2 | 4 | 0.079 |
| clkbuf_1 | 1 | 0.015 |
| inv_1 | 203 | 3.0 |
-- repair_timing --
action | in CTS | in global routing
cloned | 0 | 0
hold buffers | 0 | 0
pin swaps | 24 | 3
endpoints found under the setup margin | 11 | 7
hold endpoints to repair | 0 | 0
gates resized | 120 | 8
-- final cells by class --
cell class | instances | area, sq um
Fill cell | 4270 | 22900
Inverter | 203 | 764
Multi-Input combinational cell | 1961 | 23700
Tap cell | 672 | 841
Timing Repair Buffer | 207 | 1880
-- cells by family after synthesis --
| kind of cell | Yosys count |
|---|---|
| simple gates | 960 |
| xor+xnor | 1 |
| buf+inv | 454 |
| fa+ha+maj | 1000 |
